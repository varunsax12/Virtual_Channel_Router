[./constraint.sdc]
current_design arbiter_top

set clk_period 1.9
set clk_io_pct 0.2

create_clock -name clk0 -period $clk_period [get_ports {clk}]

set non_clock_inputs [all_inputs -no_clocks]
set_input_delay [expr $clk_period * $clk_io_pct] -clock clk0 $non_clock_inputs
set_output_delay [expr $clk_period * $clk_io_pct] -clock clk0 [all_outputs]
[./run.sh]
#!/bin/bash
# OpenROAD 26Q1-2900-gdf79404cd8, Yosys 0.63+post, stock flow scripts
make -C /OpenROAD-flow-scripts/flow DESIGN_CONFIG=/design/flow/config.mk WORK_HOME=/design/flow/orfs finish
[./design.v]
`timescale 10ns/1ns
module arbiter_round_robin #(
    parameter NUM_REQS = 4
) (
    input                    clk, reset,
    input [NUM_REQS-1:0]     requests,
    output [NUM_REQS-1:0]    grants
);
    wire [NUM_REQS-1:0]     g_priority;
    wire [2*NUM_REQS:0]     carry;
    wire [NUM_REQS-1:0]     rb_grant, fp_grant;
    assign carry[0] = 0;
    for (genvar i = 0; i < NUM_REQS; ++i) begin
        request_block rb (
            .carry_in   (carry[i]),
            .g_priority (g_priority[i]),
            .request    (requests[i]),
            .grant      (rb_grant[i]),
            .carry_out  (carry[i+1])
        );
    end
    for (genvar i = 0; i < NUM_REQS; ++i) begin
        fixed_priorty_block fp (
            .carry_in   (carry[NUM_REQS+i]),
            .request    (requests[i]),
            .grant      (fp_grant[i]),
            .carry_out  (carry[NUM_REQS+i+1])
        );
    end
    for (genvar i = 0; i < NUM_REQS; ++i) begin
        assign grants[i] = rb_grant[i] | fp_grant[i];
    end
    priority_block #(
        .NUM_REQS       (NUM_REQS)
    ) pb (
        .clk            (clk),
        .reset          (reset),
        .grants         (grants),
        .g_priority     (g_priority)
    );
endmodule
module priority_block #(
    parameter NUM_REQS = 4
) (
    input                   clk, reset,
    input [NUM_REQS-1:0]    grants,
    output [NUM_REQS-1:0]   g_priority
);
    reg [NUM_REQS-1:0] g_priority_state;
    always @(posedge clk) begin
        if (reset)
            g_priority_state <= 1;
        else begin
            if (|grants)
                g_priority_state <= {grants[NUM_REQS-2:0], grants[NUM_REQS-1]};
        end
    end
    assign g_priority = g_priority_state;
endmodule
module request_block (
    input carry_in, g_priority, request,
    output grant, carry_out
);
    assign grant     = (g_priority | carry_in) & request;
    assign carry_out = (g_priority | carry_in) & (!request);
endmodule
module fixed_priorty_block (
    input carry_in, request,
    output grant, carry_out
);
    assign carry_out = (carry_in & !request);
    assign grant     = carry_in & request;
endmodule
module arbiter_top #(
    parameter NUM_REQS = 3
) (
    input wire                 clk,
    input wire                 reset,
    input wire  [NUM_REQS-1:0] requests,
    output wire [NUM_REQS-1:0] grants
);
    if (2 == 2) begin
        arbiter_round_robin #(
            .NUM_REQS   (NUM_REQS)
        ) arbiter (
            .clk        (clk),
            .reset      (reset),
            .requests   (requests),
            .grants     (grants)
        );
    end
    else begin
        arbiter_matrix #(
            .NUM_REQS   (NUM_REQS)
        ) arbiter (
            .clk        (clk),
            .reset      (reset),
            .requests   (requests),
            .grants     (grants)
        );
    end
endmodule
[./config.mk]
export PLATFORM = sky130hd
export DESIGN_NAME = arbiter_top
export DESIGN_NICKNAME = arbiter_top
export VERILOG_FILES = /design/flow/design.v
export SDC_FILE = /design/flow/constraint.sdc
export NUM_CORES = 4
export LEC_CHECK = 1
export CORE_AREA = 10 10 70 70
export DIE_AREA = 0 0 80 80
==> out/results.ini <==
[grt]
grt_pass1_wl_mm = 1.21
grt_pass1_vias = 263
track_usage = 0.0247
grt_max_degree = 7
antenna_found_initial = 0
overflow = 0

[worst_setup_path]
crit_fanout = 6
cp-end-kind = output port
cpPeakStageDelay_ns = 0.46
crit_arrival_ns = 1.39
cp.required_ns = 1.52
cp-start-kind = input pin
worstSetupPathType = input pin to output port
path_cells = dlygate4sd2_1 -> a21oi_2 -> o21a_1 -> clkdlybuf4s50_1
slowest_stage = clkdlybuf4s50_1

[sta]
finalMaxSlewViolations = 0
rsz0062_at_grt = no
fin_worst_skew_ns = 0.000937
max_slew.worst_pin.slew_ns = 0.230
setup_ws_ns = 0.134
finalSetupViolations = 0
maxSlewHeadroom = 0.847
max_freq_mhz = 566
finalClockPeriodUsage = 0.930
min_period_ns = 1.77
hold_violations = 0

[route]
via_count = 232
initialDrtViolationCount = 10
diodes = 0
drc = 0
vias_per_cell = 2.73
first_pass_iters = 3
ant_nets = 0
wire_per_inst_um = 7.99
wl_um = 679

[job]
cap_violations = 0
tool_warnings = 25

[power]
max-vdd-ir-drop_mv = 0.133
powerDensity_nw_per_um2 = 631
fin_total_pwr_mw = 0.234
leakage_nw = 0.144

[yosys]
netlist_area_um2 = 184
synth_adder_area_share = 0
ys_sh_aoi = 0.327
edf_count = 0
yosys_warnings = 1
synth_top_flop_cell = dfxtp_1
area_leaders = dfxtp_1, a21oi_1, nand2b_1
syn_inst = 24
yosysUniqueCellTypes = 16
ys.flops = 3
top_area_cell = dfxtp_1
ys_cells = 24
synth-simple-area-share = 0.306
syn_area_per_cell_um2 = 7.66
synth_seq_share = 0.327
async_reset_ff_frac = 0
synth-xor-area-share = 0
synth_top_area_share = 0.327
synthTopLogicFamily = AND-OR/OR-AND gates
yosysChipArea_um2 = 184
common_cells = a21oi_1, dfxtp_1
synth.mux.area_fraction = 0

[floorplan]
ioPinCount = 8
dieHeight_um = 80
die_width_um = 80
dieArea_um2 = 6400
coreArea_um2 = 3420
fp_util = 0.0538
std_cell_rows = 21

[cts]
cts_htree_levels = 1
clock_sinks = 3
cts_tree = yes
insertion_delay_ns = 0.23
cts_inserted_buffers = 3
cts.path.max_buffers = 2
hold_buffers = 0
clkSlewWorstSetupHoldPaths_ns = 0.04
cts-root-buf = clkbuf_4

[place]
dp_slack_ns = -0.308
gp_congestion = 0.773
dp_hpwl_um = 512
numPortBuffers = 7

[final_layout]
syn_to_final_growth_pct = 101
drive_gt1_frac = 0.308
largestRegisters = genblk1.arbiter.pb.g_priority_state: 3 flops
regMostFlops = genblk1.arbiter.pb.g_priority_state
largest_reg_flops = 3

[outcome]
status = finished clean

[hold_path]
hold_path.class = register to register

-- through the flow --
step           setup TNS, ns  utilization  instance area (um^2)  hold WS [ns]  cells
6_report                   0        0.108                   370         0.527     85
5_1_grt                    0        0.108                   370         0.558     85
4_1_cts                    0        0.112                   382         0.523     86
3_5_place_dp          -0.871        0.100                   342         0.514     81
3_3_place_gp          -0.792        0.100                   342         0.507     81
2_1_floorplan              0            -                   184         0.474     24
-- area by class of cell --
class | count | area, um^2
well taps | 46 | 57.6
inverters | 2 | 7.51
fillers | 411 | 3050
clock buffers | 4 | 26.3
multi-input cells | 19 | 128
repair buffers | 11 | 90.1
flip-flops and latches | 3 | 61.3
-- worst paths after layout --
| check | startpoint | endpoint | slack (ns) | cells past startpoint |
|---|---|---|---|---|
| worst max register to register | genblk1.arbiter.pb.g_priority_state[2] | genblk1.arbiter.pb.g_priority_state[2] | 0.93 | 4 |
| worst max-delay path | requests[2] | grants[0] | 0.13 | 4 |
| worst min register to register | genblk1.arbiter.pb.g_priority_state[2] | genblk1.arbiter.pb.g_priority_state[0] | 0.53 | 1 |
| worst min-delay path | genblk1.arbiter.pb.g_priority_state[2] | genblk1.arbiter.pb.g_priority_state[0] | 0.53 | 1 |
-- power breakdown --
| part | switching [mW] | internal (mW) |
|---|---|---|
| Combinational | 0.0195 | 0.0283 |
| Clock | 0.0326 | 0.0787 |
| Sequential | 0.00616 | 0.0686 |
-- cell families after synthesis --
logic type,after synthesis
compound gates,9
buf+inv,2
simple gates,10
flops,3
-- critical path: cells and delay by family --
family	cells	cell delay, ns
compound gates	2	0.25
buf+inv	2	0.76
-- placed cells by master (no fill, tap or decap) --
master,n
dlygate4sd2_1,4
buf_4,4
clkbuf_4,3
inv_1,2
nor2_1,2
nand2_1,2
a21oi_1,2
dfxtp_1,2
clkdlybuf4s50_1,2
nand2b_2,1
a221oi_1,1
nand2b_4,1
a21oi_2,1
o21a_1,1
nor2b_1,1
nand2b_1,1
o21ai_1,1
or2_1,1
o22ai_1,1
or2b_1,1
o32ai_1,1
a211o_1,1
clkbuf_1,1
dfxtp_2,1
clkbuf_2,1
-- what timing repair did --
item,CTS,global route
pin swaps,2,0
setup endpoints to repair,3,1
setup buffers,1,0
gates resized,8,2
-- per-layer routing --
layer	global-route usage	part of all wire	up-vias	wire, um
met4	0.00176	0	0	0
li1	-	-	116	-
met5	0	0	-	0
met3	0.0307	0.21	0	140
met1	0.0291	0.51	106	345
met2	0.0281	0.28	10	193
No activity file was given, so power comes from the tool's default toggle rates.
