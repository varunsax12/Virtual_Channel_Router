[run.sh]
#!/bin/bash
# OpenROAD 26Q1-2900-gdf79404cd8, Yosys 0.63+post, stock flow scripts
make -C /OpenROAD-flow-scripts/flow DESIGN_CONFIG=/design/flow/config.mk WORK_HOME=/design/flow/orfs finish
[config.mk]
export PLATFORM = sky130hd
export DESIGN_NAME = pipe_register_1D
export DESIGN_NICKNAME = pipe_register_1D
export VERILOG_FILES = /design/flow/design.v
export SDC_FILE = /design/flow/constraint.sdc
export NUM_CORES = 4
export LEC_CHECK = 1
export CORE_AREA = 10 10 70 70
export DIE_AREA = 0 0 80 80
[constraint.sdc]
current_design pipe_register_1D

set clk_period 1.0
set clk_io_pct 0.2

create_clock -name clk0 -period $clk_period [get_ports {clk}]

set non_clock_inputs [all_inputs -no_clocks]
set_input_delay [expr $clk_period * $clk_io_pct] -clock clk0 $non_clock_inputs
set_output_delay [expr $clk_period * $clk_io_pct] -clock clk0 [all_outputs]
[design.v]
module pipe_register_1D #(
    parameter DATAW = 4
) (
    input wire clk, reset, enable,
    input wire [DATAW-1:0] in_data,
    output reg [DATAW-1:0] out_data
);
    always @(posedge clk) begin
        if (reset) begin
            out_data <= 0;
        end
        else if (enable) begin
            out_data <= in_data;
        end
    end
endmodule
==> Changelog: implementation <==
## Implementation

- Worst setup SP type: register
- Cell Type Count: 4
- Top cells by area: dfxtp_1, mux2i_1, nor2_1, clkbuf_2
- Number of vias per cell: roughly 1.8
- Pwr Density: around 1300 nW/um^2
- Num rows: 21
- Routed wire length: 473 um
- Crit path capture type: output port
- Async set-reset flop share out of synthesis: 0
- Top-area cell share: 0.5714
- Worst-Margin Slew: between 0.2 and 0.25 ns
- Placement Cell Area: 292.8 um^2
- Seq share, synth: 0.5714
- Largest registers: out_data (4)
- TritonCTS Buffers: 3
- Final setup viols: 0
- Status: complete, no violations
- Clk root buf: clkbuf_4
- Critical Path Max Stage Delay: just over 0.3 ns
- Leading area contributor after synthesis: dfxtp_1
- Initial antenna violation count: 1
- Reg2reg setup slack: around 0.38 ns
- Final Hold Vio Count: 0
- Worst-case clock skew: 0 ns
- Max Cap Viol: 0
- Largest net degree at the start of global routing: 5
- Post-CTS setup buffers: 0
- Hold Path Depth: 3
- Critical Path RT: approximately 0.80 ns
- Critical Path AT: between 0.7 and 0.8 ns
- CP bufs+invs: 1
- 1st-pass router iterations: 2
- YS chip area: ~140 um^2
- H-tree depth: 1
- Die height: 80 um
- WS Path Type: register to output port
- Total GRT Usage: 0.01435
- Floorplan core density: 0.04103
- Placed cells: roughly 68
- CP top delay family: flip-flops
- Number of flip-flops in the largest register: 4
- Detailed Route Iter0 Violations: 4
- CP max stage cell: dfxtp_2
- Fin cells: roughly 70
- Max Slew Vio Count: 0
- Routed wire per std cell: around 6.6 um
- FF-to-FF path depth: 2
- Remaining antenna violation count: 0
- Biggest register: out_data
- Worst-Skew Late Latency: between 0.2 and 0.25 ns
- Fin util: 0.09451
- Ys cells: 13
- Crit path max fanout: 2
- Synth Cell Area: about 140 um^2
- Post-route DRC: 0
- Share of post-route cells with drive strength above 1: 0.2800
- Via Count: ~130
- Hold wc startpoint: enable
- Final worst path period share: 0.9674
- Crit-path cells: dlygate4sd2_1
- Area growth syn-to-layout: 130.4%
- CORE AREA: 3416 um^2
- Clock buffer depth: 2
- Worst hold endpoint: out_data[0]
- HP Class: primary input to register
- Leak pwr: about 0.14 nW
- Synthesis Warnings: 1
- Mean Syn Cell Area: around 11 um^2
- Cells after synthesis: 13
- Max_slew headroom: 0.8453
- Worst-path clk slew: approximately 0.040 ns
- Die area: around 6400 um^2
- First-pass GRT wire length: between 600 and 700 um
- Unrepaired setup endpoints after global routing: false
- Total power: 425.5 uW
- Global route overflow: 0
- Synth cell count leaders: dfxtp_1, mux2i_1, nor2_1
- Final Critical Period: about 0.97 ns
- Seq cells post-synth: 4
- Reg2reg start: out_data[1]
- Clock Sinks: 4
- Final Cell Area: 322.8 um^2
- IO Count: 11
- Dominant flop cell: dfxtp_1
- Die X: roughly 80 um
- Max Fclk: a little over 1 GHz
- Post-synth EDFFs: 0
- Maximum VDD drop: 0.1861 mV
- Placer's final routability congestion estimate: 0.7583
- R2r endpoint: out_data[1]
- IO buf count: 10
- Number of global-route vias before repair: between 100 and 150
- CTS tree: built
- Stage-log warning count: 25
## how the worst max path moves through the flow
stage	depth (start not counted)	slack, ns	startpoint	to
finish	1	0.03	out_data[3]	out_data[3]
CTS	1	0.02	out_data[1]	out_data[1]
global route	1	0.002	out_data[3]	out_data[3]
## layout by cell type (no fill, tap or decap)
cell / instances
nor2_1: 4
clkdlybuf4s15_1: 2
clkbuf_4: 3
dfxtp_2: 4
dlymetal6s2s_1: 1
diode_2: 1
clkdlybuf4s50_1: 5
mux2i_1: 4
dlygate4sd2_1: 2
## per-stage QoR
step                      hold slack, ns  TNS (ns)  setup WS, ns
final                             0.4076         0       0.03261
after detailed placement          0.4850   -0.7300       -0.1888
after global routing              0.4107         0      0.001666
after global placement            0.4904   -0.6810       -0.1717
after floorplan                   0.2724         0        0.3219
after CTS                         0.4859         0       0.01588
## what timing repair did
| item | in CTS | in global routing |
|---|---|---|
| hold buffers | 0 | 0 |
| setup endpoints to repair | 4 | 3 |
| resized | 8 | 3 |
## layout make-up
cell class	count	area, um^2
Antenna cell	1	2.502
Multi-Input combinational cell	8	55.05
Timing Repair Buffer	10	100.1
Tap cell	46	57.56
Fill cell	399	3093
Clock buffer	3	22.52
Sequential cell	4	85.08
## kinds of logic after synthesis
| kind of cell | Yosys count | share of synthesized area |
|---|---|---|
| flops | 4 | 0.5715 |
| simple gates | 4 | 0.1071 |
| mux | 4 | 0.2857 |
| buf+inv | 1 | 0.03568 |
## layer usage
layer	part of all wire	GRT usage
met1	0.40	0.01460
met2	0.29	0.01284
met3	0.31	0.02386
met4	0	0.005282
met5	0	0
## power by group
group          total [mW]  leakage [nW]  internal, mW  switching [mW]
combinational      0.0552        0.0872        0.0389          0.0163
clock               0.194        0.0138         0.134          0.0606
sequential          0.176        0.0344         0.172         0.00392
## tightest hold or removal path: cells and delay by family
family / cells / cell delay (ns)
buffers and inverters: 1 / 0.20
multiplexers: 1 / 0.12
AND/OR/NAND/NOR: 1 / 0.08
No activity file was given, so power comes from the tool's default toggle rates.
